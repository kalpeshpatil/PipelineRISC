$ cat design/flow/design.v
module Inst_Memory(PC_Out, IR_FD_in);
input wire [15:0]PC_Out;
output reg [15:0]IR_FD_in;
reg [15:0]Inst_memory[0:63];
always @ (*)
begin
IR_FD_in= Inst_memory[PC_Out];
end
initial begin
Inst_memory [0] =  16'b0001110110001010;  
Inst_memory [1] =  16'b0001000000001100;  
Inst_memory [2] =  16'b0001001001000011;  
Inst_memory [3] =   16'b1000000000001101;  
Inst_memory [16] =  16'b0110110011100100;  
Inst_memory [17] =  16'b0000000000001000;  
Inst_memory [18] =  16'b0000001010011000;  
Inst_memory [19] =  16'b0000100100100000;  
Inst_memory [19] =  16'b0111110011100100;  
Inst_memory [20] =  16'b0100000110000011;  
Inst_memory [21] =  16'b0000000110001000;  
Inst_memory [22] =  16'b1100000000001010;  
Inst_memory [32] =  16'b0011111000000000;  
end
endmodule 
$ cat design/flow/run.sh
#!/bin/bash
# OpenROAD 26Q1-2900-gdf79404cd8, Yosys 0.63+post, stock flow scripts
make -C /OpenROAD-flow-scripts/flow DESIGN_CONFIG=/design/flow/config.mk WORK_HOME=/design/flow/orfs finish
$ cat design/flow/config.mk
export PLATFORM = sky130hd
export DESIGN_NAME = Inst_Memory
export DESIGN_NICKNAME = Inst_Memory
export VERILOG_FILES = /design/flow/design.v
export SDC_FILE = /design/flow/constraint.sdc
export NUM_CORES = 4
export LEC_CHECK = 1
export CORE_AREA = 10 10 70 70
export DIE_AREA = 0 0 80 80
$ cat design/flow/constraint.sdc
current_design Inst_Memory

set clk_period 2.0
set clk_io_pct 0.2

create_clock -name clk0 -period $clk_period

set non_clock_inputs [all_inputs -no_clocks]
set_input_delay [expr $clk_period * $clk_io_pct] -clock clk0 $non_clock_inputs
set_output_delay [expr $clk_period * $clk_io_pct] -clock clk0 [all_outputs]
==> metrics.cfg <==
[synth]
yosysWarnings = 1
ys_cells = 49
area_leaders = ha_1 21%, nand2b_1 12%, nand3b_1 6.4%, a21oi_1 5.7%, a21oi_2 5.0%
largest_area_cell = ha_1
top_area_share_pct = 21.35
synth.distinct_cells = 27
synthCells = 49
ys_top_cells_by_count = 7 x nand2b_1, 6 x ha_1, 4 x a21oi_1
avgSynthCellArea_um2 = 7.175
synth.most_common_cell = nand2b_1
ys_seq_share_pct = 0
ys_chip_area_um2 = 351.6
synth_area_um2 = 351.6

[setup_path]
critPathMostFrequentCell = buf_6
arrival_ns = 1.56
end_kind = output port
cp-start-kind = input port
slowest_stage = or3b_4
crit_buf_inv = 5
worstSetupPathType = input port to output port
cp_num_cells = 8
crit_fanout = 2
required_ns = 1.60
path_cells = buf_6 -> inv_4 -> ha_4 -> or3b_4 -> buf_6 -> buf_6 -> a21oi_2 -> buf_2
crit_family = buffers and inverters
slowest_delay_ns = 0.38

[pwr]
vdd.ir_drop.worst_mv = 0.03499
total_leakage_power_nw = 0.3675
power.total_w = 0.0001397
powerDensity_nw_per_um2 = 179.2

[timing]
finalWorstSetupSlack_ns = 0.04110
holdWs_ns = 1.277
fmax_mhz = 510.5
worst_pin_slew_ns = 0.2225
max_slew_margin_pct = 85.12
period_minus_slack_ns = 1.959
setup_viol = 0
period_used_pct = 97.95
hold_viol = 0
slew_viol_final = 0

[die]
dieHeight_um = 80
die_x_um = 80
row_count = 21
dieArea_um2 = 6400
fp.coreArea_um2 = 3416
pin_count = 32
initial_core_util_pct = 10.29

[routing]
wl_per_cell_um = 10.98
ant_nets = 0
dr.pass1.iters = 4
wirelength_um = 1438
drc = 0
via_per_inst = 3.702
dr_total_vias = 485
diodes = 0
drt_iter0_drc = 27

[final_layout]
clkbuf_count = 0
seq_cell_count = 0
fin_area_um2 = 779.5
regArea_um2 = 0
drive_gt1_share_pct = 48.24
area_delta_synth_final_pct = 121.7

[placement]
dpl_cell_area_um2 = 691.9
place.gp.congestion = 0.8146
portBuffers = 21
hpwl_um = 1027
place_ws_ns = -0.6905

[min_path]
hold_class = input port to output port
hold_depth = 5

[grt]
grt_pass1_wl_um = 2242
grt_pass1_vias = 460
antenna_found_initial = 0
grt_max_degree = 12
grt_use_total_pct = 4.090
overflow = 0

[outcome]
status = finished, final reports clean

[job]
cap_violations = 0
warning_count = 49

[clock_tree]
cts_hold_buf = 0

## cells by family (layout without fill, tap and decap cells)
| family | count (synthesis) | after routing | synth area share [%] |
|---|---|---|---|
| compound gates | 13 | 13 | 26.34 |
| fa+ha+maj | 6 | 6 | 21.35 |
| buf+inv | 7 | 43 | 10.32 |
| simple gates | 23 | 23 | 41.99 |
## layout make-up
cell class / instances / area [um2]
tap: 46 / 57.56
fill: 368 / 2636
inverter: 3 / 16.27
timing repair buffer: 40 / 340.3
multi-input combinational: 42 / 365.4
## final timing paths
kind | startpoint | to | slack, ns
worst max-delay path | PC_Out[0] | IR_FD_in[6] | 0.04
worst min-delay path | PC_Out[0] | IR_FD_in[2] | 1.28
## worst min-delay path, cell delays in order
cell	delay, ns
buf_6	0.10
buf_4	0.14
nand2b_1	0.08
a21oi_2	0.05
buf_2	0.11
## metal layers
layer  share of wire (%)  global-route usage, %  vias up
met2                  48                  7.063       15
met1                  43                  5.284      228
met5                   0                      0        -
met4                   0                      0        0
met3                 9.2                  1.023        0
li1                    -                      -      242
## what timing repair did
| item | CTS | global route |
|---|---|---|
| cloned | 0 | 0 |
| pin swaps | 7 | 4 |
| buffers inserted | 3 | 3 |
| gates resized | 48 | 8 |
| setup endpoints to repair | 16 | 9 |
## through the flow
| stage | instances | TNS (ns) | utilization [%] |
|---|---|---|---|
| final | 131 | 0 | 22.82 |
| after CTS | 128 | -0.02710 | 22.12 |
| after detailed placement | 125 | -8.338 | 20.26 |
| after floorplan | 49 | 0 | - |
| after global placement | 125 | -8.275 | 20.26 |
| after global routing | 131 | -0.003900 | 22.82 |
## power breakdown
group	internal, W	switching (W)
sequential	0	0
combinational	0.0000843	0.0000554
clock	0	0
total	0.0000843	0.0000554
## cell usage in the layout (no fill, tap or decap), types with 2 or more instances in the layout
master and count:
inv_4 2, nor2b_1 2, buf_6 5, nand2b_1 6
clkdlybuf4s50_1 3, ha_2 2, dlygate4sd2_1 9, clkbuf_2 2
a21oi_2 3, buf_2 3, ha_1 3, a21oi_1 3
buf_4 15, nand3b_1 3, nand3_1 2
No activity file was given, so power comes from the tool's default toggle rates.
