**./design.v**
```verilog
module RegisterFile( A1,A2,A3,RF1,RF2,RF3,RF4,reset, clk, rf3_wr_en, rf4_wr_en,
							R0, R1, R2, R3, R4, R5, R6, R7);
integer i;
input  wire [2:0] A1,A2,A3;
input wire reset, clk, rf3_wr_en, rf4_wr_en;
input wire [15:0] RF3,RF4;
output reg [15:0] RF1,RF2;
reg [15:0] register [0:7];
output wire [15:0] R0, R1, R2, R3, R4, R5, R6, R7;
assign R0 = register[0];
assign R1 = register[1];
assign R2 = register[2];
assign R3 = register[3];
assign R4 = register[4];
assign R5 = register[5];
assign R6 = register[6];
assign R7 = register[7];
initial
begin
register[0]=16'd0;
register[1]=16'd0;
register[2]=16'd0;
register[3]=16'd0;
register[4]=16'd0;
register[5]=16'd0;
register[6]=16'd0;
register[7]=16'd0;
end
always @(*)
begin
	if(!reset && (!rf3_wr_en || (rf3_wr_en &&(A3!=A1) )))
	begin
		RF1 <= register[A1];
	end
	else if (rf3_wr_en &&(A3==A1)&&(A1!=7) )begin
		RF1 <= RF3;
	end
	else if (A1==7)begin
		RF1 <= RF4;
	end
end
always @(*)
begin
	if(!reset && (!rf3_wr_en || (rf3_wr_en &&(A3!= A2) )))
	begin
		RF2 <= register[A2];
	end
	else if (rf3_wr_en &&(A3==A2)&&(A2!=7) )begin
		RF2 <= RF3;
	end
	else if (A1==7)begin
		RF2 <= RF4;
	end
end
always @(posedge clk)
begin
	if(!reset && rf3_wr_en)begin
		register [A3] <= RF3;
	end
	if(!reset && rf4_wr_en && A3 !=7)begin
	register[7]<=RF4;
	end
	if(reset) begin
	 for (i = 0; i<8; i = i+1) begin
		register [i] <= 16'b0;
		end
	end
end
endmodule
```
**./run.sh**
```bash
#!/bin/bash
# OpenROAD 26Q1-2900-gdf79404cd8, Yosys 0.63+post, stock flow scripts
make -C /OpenROAD-flow-scripts/flow DESIGN_CONFIG=/design/flow/config.mk WORK_HOME=/design/flow/orfs finish
```
**./config.mk**
```make
export PLATFORM = sky130hd
export DESIGN_NAME = RegisterFile
export DESIGN_NICKNAME = RegisterFile
export VERILOG_FILES = /design/flow/design.v
export SDC_FILE = /design/flow/constraint.sdc
export NUM_CORES = 4
export LEC_CHECK = 1
export CORE_UTILIZATION = 40
```
**./constraint.sdc**
```tcl
current_design RegisterFile

set clk_period 2.4
set clk_io_pct 0.2

create_clock -name clk0 -period $clk_period [get_ports {clk}]

set non_clock_inputs [all_inputs -no_clocks]
set_input_delay [expr $clk_period * $clk_io_pct] -clock clk0 $non_clock_inputs
set_output_delay [expr $clk_period * $clk_io_pct] -clock clk0 [all_outputs]
```
==> deck_impl_summary.md <==
Run Summary

Synth
  • Synth area leaders: dfxtp_1, mux4_2, mux2i_1, nand2_1, dlxtn_1
  • Registers, synthesis: 160
  • Cells after Synth: ~840
  • Async S/R FF share, synth: 0%
  • Mean Syn Cell Area: 9.724 um2
  • Ys cells: roughly 840
  • Yosys top cell area share: 27.42%
  • Most frequent cells after synthesis: nand2_1, dfxtp_1, a21oi_1, nor2_1
  • Post-synth EDFFs: 16
  • Yosys chip area: 0.008178 mm2
  • Count leader, synth: nand2_1
  • Yosys cell types: 34
  • Mapped Area: slightly above 0.008 mm2
  • Yosys top cell by area: dfxtp_1
  • Warnings from Yosys: 1
  • Dominant flop cell: dfxtp_1

Final timing
  • Final worst clock skew: 0 ns
  • Final setup violation count: 0
  • Register pins left without a clock: 32
  • Minimum clock period: around 1.8 ns
  • Endpoints left unconstrained: around 64
  • Setup tns final: 0 ns
  • Slew @ Worst Pin: ~0.9 ns
  • Period Utilization, post-route: between 70% and 80%
  • Worst slew margin: 40.29%
  • Final Max Tran Viols: 0
  • Hold Fails Final Rpt: 0
  • Highest clock rate: 0.5456 GHz
  • RSZ-0062 raised after global routing: false

CTS
  • Clock root buffer: clkbuf_16
  • Latency at later pin: 0.41 ns
  • Clock Tree Buf Depth: 2
  • Hold Buf Count CTS: 0
  • Number of buffers created by CTS: 17
  • Post-CTS sizing: 0
  • # Post-CTS Setup Buffers: 0
  • CTS tree: yes
  • Worst-path clk slew: approximately 0.06 ns
  • H-tree depth: 4

Place
  • Gp weighted congestion: 0.9242
  • Dpl hpwl: 18780 um
  • IO Port Bufs: 204

Die
  • Ports: between 200 and 250
  • Core region area: just under 0.02 mm2
  • DIE WIDTH: 145.0 um
  • Initial Util: ~41%
  • Std-Cell Rows: roughly 50
  • Die Y: 145.0 um
  • Die ar.: 0.02102 mm2

Flow run
  • Count of tool warnings: 27
  • Max-cap violations: 0

GRT
  • Largest net degree at the start of global routing: 126
  • First-pass GRT wire length: 42990 um
  • Vias in the first global route: roughly 7100
  • Initial antenna violation count: 0
  • M3 GR Usage: 10.80%
  • Met1 GRT Util: a little over two fifths
  • Overall routing resource usage: 28.33%
  • Grt total ovfl: 0
  • GRT Max-Usage Layer: met1
  • Met2 usage: 39.90%

Route
  • DR iter-0 viols: 602
  • Total wire length: 28150 um
  • Wire length per cell: ~22 um
  • Diode count: 0
  • Final antenna-violating net count: 0
  • DRC: 0
  • DRT Pass-1 Iters: 8
  • Vias per std cell: 5.707
  • Total number of vias: between 7000 and 8000

Worst hold path
  • Min-delay src: reset
  • Hold path depth: 2
  • Hold/Removal Path Class: input port to flop
  • WHS Endpoint: register[1][13]

Pwr
  • Power Total: 5.833 mW
  • Power share of the clock group: 44.3%
  • Pwr/cell area: 533.8 mW/mm2
  • P_leak: between 4 and 5 nW
  • Sw Ratio: 25.83%
  • Combinational share of power: 15.1%
  • P_int: 4.327 mW
  • Flop pwr share: 40.6%
  • NetSw: between 1.5 and 2 mW
  • Peak supply drop: 504.2 uV

Final layout
  • Synthesis-to-finish area growth: 33.63%
  • Layout cell share with drive strength beyond 1: roughly 15%
  • Number of fill cells: between 1500 and 2000
  • Register area: 0.003203 mm2
  • Logic cell area: 0.004484 mm2

Setup path
  • Crit start category: flop
  • Kind of critical path: flop to output port
  • Crit-path leading delay family: buffers and inverters
  • Crit path capture type: output port
  • RR Endpoint: register[0][13]
  • CP arrival: 1.35 ns
  • Worst EP required: between 1.5 and 2 ns
  • Worst R2R Start: register[0][13]
  • Internal reg-to-reg setup slack: 1.70 ns
  • Crit Path Max Fanout: 4
  • Worst path slowest cell: clkdlybuf4s50_1
  • Slowest stage delay, CP: 0.51 ns
  • CP cell instances: clkdlybuf4s50_1
  • CP bufs+invs: 1
  • Register-to-Register Path Depth: 2

Outcome
  • Status: completed
[routing by layer]
layer | up-vias | share of wire, %
met5 | - | 0
met3 | 32 | 12
met1 | 3481 | 42
met4 | 0 | 1.8
met2 | 429 | 44
li1 | 3357 | -
[layout by cell type (no fill, tap or decap), types with 4 or more instances in the layout]
| cell | netlist | final |
|---|---|---|
| clkdlybuf4s50_1 | 0 | 199 |
| nand2_1 | 133 | 133 |
| dfxtp_1 | 112 | 112 |
| a21oi_1 | 66 | 66 |
| nor2_1 | 66 | 66 |
| mux4_2 | 64 | 64 |
| mux2i_1 | 64 | 64 |
| nand3_1 | 37 | 37 |
| o21ai_0 | 33 | 33 |
| dlxtn_1 | 32 | 32 |
| a31oi_1 | 32 | 32 |
| buf_4 | 9 | 24 |
| and2_1 | 20 | 20 |
| a211oi_2 | 18 | 18 |
| clkbuf_16 | 0 | 18 |
| nor2b_1 | 17 | 17 |
| edfxtp_1 | 16 | 16 |
| a211oi_1 | 14 | 14 |
| xnor2_1 | 6 | 6 |
| buf_12 | 1 | 6 |
| and3_1 | 5 | 5 |
| clkbuf_8 | 0 | 5 |
| buf_2 | 36 | 4 |
[stage by stage]
stage | area (um2) | hold slack, ns | std cells | worst slack, ns | util, %
final | 10930 | 0.3699 | 1279 | 0.5671 | 55.24
after global routing | 10930 | 0.3639 | 1279 | 0.4820 | 55.24
after CTS | 10930 | 0.3513 | 1279 | 0.5580 | 55.24
after detailed placement | 10330 | 0.4774 | 1248 | 0.2098 | 52.25
after global placement | 10330 | 0.4718 | 1248 | 0.2152 | 52.25
after floorplan | 8178 | 0.4429 | 841 | 0.4604 | -
[kinds of logic (layout without fill, tap and decap cells)]
logic type	count (synthesis)	in the layout	share of synthesized area, %
multiplexers	128	128	25.46
buffers and inverters	92	265	5.997
XOR/XNOR	6	6	0.6426
latches	32	32	5.875
AND/OR/NAND/NOR	284	284	15.30
AND-OR/OR-AND	171	171	13.43
flip-flops	128	128	33.29
[flip-flops by register name, summed over array words and instances (netlist names)]
register  count
RF2          16
register    128
RF1          16
[power groups by stage]
| stage | Sequential, mW | Clock, mW | Combinational (mW) |
|---|---|---|---|
| after CTS | 2.37 | 2.62 | 0.878 |
| after global routing | 2.38 | 2.74 | 0.949 |
| final | 2.37 | 2.58 | 0.882 |
[layout make-up]
type	instances	share of cell area [%]
clock inverter	8	0.6755
timing repair buffer	233	21.16
inverter	1	0.03435
clock buffer	23	4.752
sequential	160	29.31
multi-input combinational	589	41.03
tap	265	3.034
[worst max-delay path by stage]
stage / startpoint / endpoint / cells past startpoint
4_1_cts: register[5][13] / R5[13] / 1
5_1_grt: A3[2] / register[2][13] / 6
6_report: register[5][13] / R5[13] / 1
Power figures rest on the tool's default switching activity, not on a simulated workload.
