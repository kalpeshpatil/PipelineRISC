$ cat run.sh
#!/bin/bash
# OpenROAD 26Q1-2900-gdf79404cd8, Yosys 0.63+post, stock flow scripts
make -C /OpenROAD-flow-scripts/flow DESIGN_CONFIG=/design/flow/config.mk WORK_HOME=/design/flow/orfs finish
$ cat config.mk
export PLATFORM = sky130hd
export DESIGN_NAME = priority_encoder
export DESIGN_NICKNAME = priority_encoder
export VERILOG_FILES = /design/flow/design.v
export SDC_FILE = /design/flow/constraint.sdc
export NUM_CORES = 4
export LEC_CHECK = 1
export CORE_AREA = 10 10 70 70
export DIE_AREA = 0 0 80 80
$ cat constraint.sdc
current_design priority_encoder

set clk_period 1.4
set clk_io_pct 0.2

create_clock -name clk0 -period $clk_period

set non_clock_inputs [all_inputs -no_clocks]
set_input_delay [expr $clk_period * $clk_io_pct] -clock clk0 $non_clock_inputs
set_output_delay [expr $clk_period * $clk_io_pct] -clock clk0 [all_outputs]
$ cat design.v
module priority_encoder (enable,inData,vbit,outAddr, temp);
input wire enable;
input wire [8:0] inData;
output wire [8:0] temp;
output reg vbit;
output wire [2:0] outAddr;
initial begin
vbit=0;
end
always @(* ) begin
		if(enable)begin
		vbit = inData[0]|inData[1]|inData[2]|inData[3]|inData[4]|inData[5]|inData[6]|inData[6]|inData[7];
	   end
		else 
		begin
		vbit = 0;
		end
	end
assign   outAddr = ( ! enable) ? 0 : (
      (inData[7]) ? 0 : 
      (inData[6]) ? 1 : 
      (inData[5]) ? 2 : 
      (inData[4]) ? 3 : 
      (inData[3]) ? 4 : 
      (inData[2]) ? 5 : 
      (inData[1]) ? 6 :
	   (inData[0]) ? 7 :	0);
assign   temp = ( ! enable) ? 9'b0 : (
      (inData[7]) ? inData&9'b101111111 : 
      (inData[6]) ? inData&9'b110111111 : 
      (inData[5]) ? inData&9'b111011111 : 
      (inData[4]) ? inData&9'b111101111 : 
      (inData[3]) ? inData&9'b111110111 : 
      (inData[2]) ? inData&9'b111111011 : 
      (inData[1]) ? inData&9'b111111101:
	   (inData[0]) ? inData&9'b111111110 :	9'b000000000);
endmodule
==> impl_metrics.tcl <==
# implementation run metrics
set metrics [dict create \
    overflow 0 \
    n_antenna_cell 0 \
    die_w_um 80 \
    post-dp-hpwl_um 907 \
    num_vias 350 \
    worst_slack_ns -0.101 \
    io_pins 23 \
    fp.dieH_um 80 \
    period_used_share 1.07 \
    fin_crit_ns 1.50 \
    num_rows 21 \
    path_class "primary input to output pin" \
    power.share.switching 0.388 \
    place_ws_ns -0.714 \
    stdcell_count 116 \
    violations "setup timing" \
    logic_family "simple AND/OR/NAND/NOR gates" \
    grt_antenna_before_repair 0 \
    drt-total-wl_um 1050 \
    cts_hold_buffers 0 \
    grt_max_degree 9 \
    internal-power_mw 0.0782 \
    ys_sh_adder 0 \
    routed-wl-met3_um 94 \
    track_usage 0.0316 \
    end_kind "output pin" \
    port_buffers 22 \
    setup_viol 6 \
    synth_stat.cells 35 \
    die-area_sq_um 6400 \
    synthCells 35 \
    switching_power_mw 0.0496 \
    synthToLayoutAreaGrowth_pct 188 \
    ys_sh_simple 0.623 \
    dr.pass1.iters 2 \
    p_leak_nw 0.276 \
    fillers 390 \
    finalHoldViolCount 0 \
    slew_violations 0 \
    drv_cap 0 \
    grt_pass1_wl_um 1730 \
    xor_share 0 \
    via_per_inst 3.02 \
    synth_area_per_cell_sq_um 5.79 \
    p_clk_frac 0 \
    core-area_sq_um 3420 \
    ys_warn_count 1 \
    cp.required_ns 1.12 \
    rsz0062_at_grt "true" \
    drive_gt1_frac 0.643 \
    topRoutingLayerUsed "met3" \
    warnings 34 \
    startpoint_type "primary input" \
    first_global_vias 376 \
    arrival_ns 1.22 \
    final.clkbuf_count 0 \
    routabilityCongestion 0.767 \
    met1Wirelength_um 396 \
    placedCellCount 113 \
    seqCellArea_sq_um 0 \
    aoi_share 0.265 \
    peakVddDrop_mv 0.0308 \
    drtAntennaViolNets 0 \
    seq_power_share 0 \
    power.share.combinational 1.000 \
    syn-cell-area_sq_um 203 \
    final-comb-area_sq_um 218 \
    crit_fanout 2 \
    wl_per_cell_um 9.03 \
    power_mw 0.128 \
    final.setup.tns_ns -0.347 \
    power_density_nw_per_um2 219 \
    drtIter0Drc 16 \
    max_freq_mhz 666 \
    synth.distinct_cells 18 \
    ff_count 0 \
    hold_class "primary input to output pin" \
    ys_area_sq_um 203 \
    status "complete, but fails checks" \
    initCoreUtil 0.0593 \
    wl_met2_um 557 \
    ys_sh_mux 0 \
    drcViolationCount 0 \
    ys_seq_frac 0 \
]
==> cells in the final DEF (no fill, tap or decap), types with 2 or more instances in the layout <==
master and n:
buf_4 10, and3_4 2, a21oi_2 2, clkdlybuf4s50_1 2, clkdlybuf4s15_1 2, nor2_1 4, clkbuf_2 3, buf_2 9
o311a_2 2, o21ai_1 2, inv_1 2, nand2_1 7, buf_6 9
==> critical path, stage by stage <==
cell    delay [ns]
buf_8         0.10
nor4_4        0.33
buf_4         0.18
buf_6         0.08
and3_4        0.16
buf_6         0.08
==> power by group through the flow <==
stage	registers [mW]	clock network (mW)	logic, mW
finish	0	0	0.128
global route	0	0	0.142
CTS	0	0	0.124
==> cell usage after synthesis (all sizes together) <==
cell | n | share of area
nand2 | 7 | 0.13
nor2 | 6 | 0.11
a21oi | 3 | 0.074
and3 | 3 | 0.099
inv | 2 | 0.037
o21ai | 2 | 0.049
o311a | 2 | 0.11
a31oi | 1 | 0.031
and2 | 1 | 0.031
and2b | 1 | 0.043
buf | 1 | 0.037
clkbuf | 1 | 0.019
conb | 1 | 0.019
nand3 | 1 | 0.049
nor2b | 1 | 0.031
nor3 | 1 | 0.025
nor4 | 1 | 0.10
==> logic make-up (layout without fill, tap and decap cells) <==
logic type             count (synthesis)  count (layout)
and+or+nand+nor                       22              22
AOI/OAI and AO/OA                      8               8
buffers and inverters                  4              39
other                                  1               1
==> worst paths after layout <==
path | from | to | depth (start not counted)
max | inData[5] | outAddr[2] | 6
min | inData[2] | temp[2] | 4
==> layer usage <==
layer,vias to the layer above,GRT usage
met5,-,0
met4,0,0
met3,0,0.00795
met2,10,0.0586
met1,151,0.0376
li1,189,-
==> stage by stage <==
stage,utilization,hold slack (ns),instance area [sq um]
2_1_floorplan,-,0.620,203
4_1_cts,0.164,0.964,559
3_5_place_dp,0.164,1.52,559
3_3_place_gp,0.164,1.53,559
5_1_grt,0.171,0.939,583
6_report,0.171,0.906,583
==> timing repair <==
action | 4_1_cts | 5_1_grt
resized | 78 | 10
setup buffers | 2 | 2
endpoints found under the setup margin | 12 | 8
pin swaps | 9 | 5
==> area by class of cell <==
| class | instances | area share |
|---|---|---|
| multi-input combinational | 31 | 0.373 |
| tap | 46 | 0.0987 |
| inverter | 2 | 0.0129 |
| timing repair buffer | 37 | 0.515 |
Power and IR drop assume default switching activity.
